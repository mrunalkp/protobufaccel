===== config.mk =====
export PLATFORM = sky130hd
export DESIGN_NAME = sint_decoder
export DESIGN_NICKNAME = sint_decoder
export VERILOG_FILES = /design/flow/design.v
export SDC_FILE = /design/flow/constraint.sdc
export NUM_CORES = 4
export LEC_CHECK = 1
export CORE_AREA = 10 10 75 75
export DIE_AREA = 0 0 85 85

===== design.v =====
module  sint_decoder #(
    parameter DECODE_SIZE = 64
)(
    input logic signed [DECODE_SIZE-1:0] data_in,
    output logic signed [DECODE_SIZE-1:0] data_out,
    output logic [3:0] size_out  
);
always_comb begin
    data_out = (data_in << 1) ^ (data_in >>> (DECODE_SIZE-1));
end
assign size_out = $clog2(DECODE_SIZE);
endmodule

===== constraint.sdc =====
current_design sint_decoder

set clk_period 1.0
set clk_io_pct 0.2

create_clock -name clk0 -period $clk_period

set non_clock_inputs [all_inputs -no_clocks]
set_input_delay [expr $clk_period * $clk_io_pct] -clock clk0 $non_clock_inputs
set_output_delay [expr $clk_period * $clk_io_pct] -clock clk0 [all_outputs]

===== run.sh =====
#!/bin/bash
# OpenROAD 26Q1-2900-gdf79404cd8, Yosys 0.63+post, stock flow scripts
make -C /OpenROAD-flow-scripts/flow DESIGN_CONFIG=/design/flow/config.mk WORK_HOME=/design/flow/orfs finish

==> results_dict.tcl <==
# metrics dict for downstream scripts
set metrics [dict create \
    n_clock_buffer 0 \
    ir_drop_mv 0.132 \
    synth_top_cell_by_area "xor2_1" \
    antenna_cells 0 \
    vias_per_cell 3.79 \
    netlist_area_sq_um 698 \
    max_cap_viol_count 0 \
    max_stage_delay_ns 0.28 \
    grt_usage_pct 9.93 \
    violations "negative setup slack" \
    fill_cells 429 \
    top_area_share_pct 79.0 \
    finalWorstSetupSlack_ns -0.0672 \
    drtAntennaViolNets 0 \
    ff_count 0 \
    hpwlAfterDp_mm 3.39 \
    fp_util_pct 17.2 \
    ys_seq_share_pct 0 \
    coreArea_sq_um 4060 \
    yosysWarnings 1 \
    drive_above_1_share_pct 37.4 \
    cp.required_ns 0.80 \
    timing.fmax_ghz 0.937 \
    power.density_nw_per_um2 413 \
    crit_fanout 10 \
    yosys_cells 77 \
    yosys_area_sq_um 698 \
    routed_wl_mm 3.89 \
    cp_slowest_cell "bufbuf_16" \
    antenna_found_initial 0 \
    die_w_microns 85 \
    crit_arrival_ns 0.87 \
    seq_area_sq_um 0 \
    final_hold_viol_count 0 \
    fin_util_pct 43.3 \
    slew_violations 0 \
    warnings 34 \
    status "finished with violations" \
    grt-ovfl-total 0 \
    synth_cells 77 \
    period_used_pct 107 \
    top_cells_by_area "xor2_1 (79%), buf_8 (13%), buf_4 (5.4%)" \
    rsz0062_at_grt "yes" \
    crit_path_end_kind "output pin" \
    drc 0 \
    setup_violations 34 \
    die_area_sq_um 7230 \
    min_path_type "input port to output pin" \
    drt-initial-drc-count 6 \
    syn2layout_area_growth_pct 152 \
    p_leak_nw 0.992 \
    wl_per_cell_microns 15.2 \
    worstPathCellList "buf_12 -> bufbuf_16 -> xor2_1 -> buf_2" \
    final_cells 256 \
    gp_congestion 0.799 \
    grt_pass1_vias 1106 \
    comb_area_sq_um 582 \
    num_vias 971 \
    firstDrtPassIters 2 \
    die_y_microns 85 \
    grt_max_degree 11 \
    grt_pass1_wl_mm 6.00 \
    synth_cell_type_count 5 \
    dp_cells 249 \
    rows 23 \
    ios 132 \
    crit_type "input port to output pin" \
    io_buffers 128 \
    fin_crit_ns 1.07 \
    start_kind "input port" \
    syn_avg_cell_area_sq_um 9.07 \
    setup_tns_ns -1.66 \
]
-- through the flow --
step           area, sq um  power [W]  hold slack, ns  worst slack [ns]
2_1_floorplan          706   0.000205           0.425             0.186
3_3_place_gp          1980    0.00102            1.13            -0.544
3_5_place_dp          1980    0.00101            1.13            -0.574
4_1_cts               1770   0.000759           0.767           -0.0834
5_1_grt               1760   0.000814           0.777            -0.127
6_report              1760   0.000727           0.757           -0.0672
-- placed cells by master, fill, tap and decap left out --
| master | synthesis | layout |
|---|---|---|
| buf_8 | 6 | 1 |
| dlygate4sd2_1 | 0 | 63 |
| buf_6 | 1 | 3 |
| bufbuf_16 | 0 | 2 |
| xor2_1 | 63 | 61 |
| clkdlybuf4s15_1 | 0 | 1 |
| clkbuf_2 | 0 | 1 |
| buf_16 | 0 | 2 |
| buf_2 | 0 | 62 |
| conb_1 | 2 | 4 |
| buf_4 | 5 | 1 |
| xor2_2 | 0 | 2 |
| buf_12 | 0 | 3 |
-- synthesized netlist by cell type --
master,number
conb_1,2
buf_8,6
buf_6,1
xor2_1,63
buf_4,5
-- routing by layer --
metal	share of wire [%]	wire, microns	global-route usage [%]
met4	0	0	0
met2	43	1690	15.6
met1	40	1570	11.8
met5	0	0	0
met3	16	638	6.45
-- worst max-delay path, delay by kind of cell --
kind                   cells  cell delay [ns]
buffers and inverters      3             0.52
XOR/XNOR                   1             0.15
-- logic make-up after synthesis --
logic type / after synthesis / share of synthesized area (%)
XOR/XNOR: 63 / 79.0
buffers and inverters: 12 / 19.9
other: 2 / 1.08
-- area by class of cell --
cell class                 instances  area share (%)
multi-input combinational         67            33.1
timing repair buffer             139            63.3
tap                               50            3.56
-- where the power goes --
| part | internal (W) | switching, W | total (W) |
|---|---|---|---|
| clock | 0 | 0 | 0 |
| combinational | 0.000485 | 0.000242 | 0.000727 |
| sequential | 0 | 0 | 0 |
| total | 0.000485 | 0.000242 | 0.000727 |
-- worst paths after layout --
check                       start      endpoint  slack, ns  cells past startpoint
worst max-delay path  data_in[63]  data_out[51]      -0.07                      4
worst min-delay path  data_in[51]  data_out[52]       0.76                      3
-- what timing repair did --
item	CTS	global route
resized	264	3
setup buffers	5	0
setup endpoints to repair	64	52
hold buffers	0	0
gates cloned	3	0
pin swaps	55	1
Power and IR drop assume default switching activity.
